$ cat /design/flow/design.v
module magnitude_comparator(A_gt_B, A_lt_B, A_eq_B, A, B);
output A_gt_B, A_lt_B, A_eq_B;
input [3:0] A, B;
assign A_gt_B = (A > B);  
assign A_lt_B = (A < B);  
assign A_eq_B = (A == B);  
endmodule
$ cat /design/flow/run.sh
#!/bin/bash
# OpenROAD 26Q1-2900-gdf79404cd8, Yosys 0.63+post, stock flow scripts
make -C /OpenROAD-flow-scripts/flow DESIGN_CONFIG=/design/flow/config.mk WORK_HOME=/design/flow/orfs finish
$ cat /design/flow/config.mk
export PLATFORM = sky130hd
export DESIGN_NAME = magnitude_comparator
export DESIGN_NICKNAME = magnitude_comparator
export VERILOG_FILES = /design/flow/design.v
export SDC_FILE = /design/flow/constraint.sdc
export NUM_CORES = 4
export LEC_CHECK = 1
export CORE_AREA = 10 10 70 70
export DIE_AREA = 0 0 80 80
$ cat /design/flow/constraint.sdc
current_design magnitude_comparator

set clk_period 2.2
set clk_io_pct 0.2

create_clock -name clk0 -period $clk_period

set non_clock_inputs [all_inputs -no_clocks]
set_input_delay [expr $clk_period * $clk_io_pct] -clock clk0 $non_clock_inputs
set_output_delay [expr $clk_period * $clk_io_pct] -clock clk0 [all_outputs]
==> results_slide.txt <==
Run Summary

Global routing
  – First-pass GRT wire length: 786 um
  – Largest net degree at the start of global routing: 3
  – Vias in the first global route: 153
  – GRT overflow: 0
  – Gr usage total: 0.0148
  – Initial antenna violation count: 0

Detailed routing
  – Number of vias per cell: 2.04
  – Total Wirelength: 502 um
  – Drc violations: 0
  – Antenna diode count: 0
  – Total number of vias: 153
  – DR WL/cell: 6.69 um
  – Drt pass-1 iters: 2
  – Initial DRC Count: 9
  – ANT nets after route: 0

Cells and area
  – Fin cells: 75
  – FILL cells: 393
  – Final-layout clock buffer total: 0
  – Layout cell share with drive strength beyond 1: 0.586
  – Seq Cell Count: 0
  – Register area: 0 sq um
  – Area growth from synthesis to layout: 183%

Power
  – Static leakage: 0.000171 uW
  – Pwr Total: 63.5 uW
  – Psw: 22.7 uW
  – Clock share of power: 0
  – Share of power burned in registers: 0
  – PD cells: 174 nW/um^2
  – Maximum vdd drop: 0.0320 mV
  – Int Power: 40.8 uW
  – Switching portion of total power: 0.357
  – Gate power share: 1.000

Worst setup path
  – Critical path startpoint category: input pin
  – Slowest library cell on the worst path: clkdlybuf4s50_1
  – Worst EP arrival: 1680 ps
  – CP cell instances: clkdlybuf4s50_1 -> inv_1 -> ha_2 -> nor2b_4 -> o21bai_4 -> buf_4 -> a21oi_2 -> buf_2
  – CP Class: in2out
  – Buf+Inv Stages, Crit Path: 4
  – Max incr delay on CP: 460 ps
  – Cell family with the largest share of critical-path delay: buffers and inverters
  – Crit. End Element: primary output
  – Req. time, crit path: 1760 ps
  – Max FO, Critical Path: 2

Timing
  – Slew headroom: 0.909
  – Hold_ws: 1410 ps
  – Period minus WS final: 2120 ps
  – Worst slew pin tran: 137 ps
  – Max Slew Vio Count: 0
  – Fmax: 473 MHz
  – Tcrit/Tclk final: 0.961
  – Endpoints failing setup: 0
  – Setup ws final: 85.0 ps
  – RSZ-0062 raised after global routing: no
  – Final Hold Violating Endpoints: 0

Synth
  – Post-synthesis cell count from yosys: 16
  – Distinct lib cells: 9
  – Biggest area cells: ha_1 (39%), o21bai_4 (15%), inv_1 (12%)
  – Synth area leader: ha_1
  – XOR/XNOR Area Share: 0
  – Dominant comb cell: adder cells
  – Yosys adder share: 0.388
  – MUX share of area: 0
  – Synthesized area: 129 sq um
  – Syn avg cell area: 8.05 sq um
  – Synth Seq Share: 0
  – Synthesis Warnings: 0
  – Simple-gate share of the synthesized area: 0.243
  – YS chip area: 129 sq um
  – Area leader share: 0.388
  – Complex Gates by Area: 0.252
  – Cell count after synthesis: 16

Place
  – Placed wire-length estimate: 448 um
  – Cells after DPL: 73
  – Dpl ws: -324 ps
  – Port Buffer Count: 11
  – GP Congestion: 0.680

Floorplan
  – Die ar.: 6400 sq um
  – # rows: 21
  – Die x size: 80 um
  – Core Region: 3420 sq um
  – Pre-Place Util: 0.0377
  – Ports: 11
  – Die height: 80 um

Worst hold path
  – Hold_sp: A[3]
  – Hold Path Sink: A_gt_B
  – Hold depth: 5
  – Worst hold path type: in2out

CTS
  – Hold-fix buffer count after cts: 0

Run
  – Max_cap viols: 0
  – Tool warnings: 33

Outcome
  – Status: finished clean
==> final cells by class <==
class / instances / area (sq um) / share of cell area
tap: 46 / 57.6 / 0.158
inverter: 4 / 15.0 / 0.0412
multi-input combinational: 12 / 165 / 0.454
timing repair buffer: 13 / 126 / 0.347
==> through the flow <==
| stage | utilization | instance area [sq um] | setup TNS [ps] |
|---|---|---|---|
| 3_5_place_dp | 0.0868 | 297 | -863 |
| 2_1_floorplan | - | 129 | 0 |
| 3_3_place_gp | 0.0868 | 297 | -877 |
| 6_report | 0.107 | 364 | 0 |
| 4_1_cts | 0.0993 | 339 | -49.9 |
| 5_1_grt | 0.107 | 364 | 0 |
==> power groups by stage <==
stage     registers [uW]  clock network [uW]  logic (uW)
4_1_cts                0                   0        62.8
5_1_grt                0                   0        69.7
6_report               0                   0        63.5
==> repair_timing <==
item | in CTS | in global routing
setup buffers | 2 | 0
pin swaps | 3 | 2
endpoints found under the setup margin | 3 | 2
resized | 15 | 8
==> cells in the final DEF (no fill, tap or decap) <==
master and instances:
a21oi_2 2, and2_4 1, buf_2 1, buf_4 2, clkdlybuf4s15_1 1, clkdlybuf4s50_1 2, dlygate4sd2_1 3, dlymetal6s2s_1 4
ha_2 1, ha_4 3, inv_1 1, inv_2 3, nand2_1 1, nand2_2 1, nor2_2 1, nor2b_4 1
o21bai_4 1
==> worst max path at each step <==
| stage | from | end | slack [ps] | cells after the start |
|---|---|---|---|---|
| finish | A[0] | A_gt_B | 80 | 8 |
| global route | A[0] | A_gt_B | 20 | 8 |
| CTS | B[2] | A_gt_B | -50 | 8 |
==> cells in the mapped netlist <==
cell,n
a21oi_1,1
a21oi_2,1
and2_1,1
ha_1,4
inv_1,4
nand2_1,2
nor2_1,1
nor2b_4,1
o21bai_4,1
==> kinds of logic (layout without fill, tap and decap cells) <==
group,Yosys count,in the layout
adders and majority gates,4,4
buffers and inverters,4,17
and+or+nand+nor,5,5
AOI/OAI and AO/OA,3,3
==> layer usage <==
| metal | routed length (um) | part of all wire | global-route usage |
|---|---|---|---|
| met1 | 214 | 0.43 | 0.0204 |
| met2 | 209 | 0.42 | 0.0225 |
| met3 | 78 | 0.16 | 0.00568 |
| met4 | 0 | 0 | 0 |
| met5 | 0 | 0 | 0 |
Power and IR drop assume default switching activity.
