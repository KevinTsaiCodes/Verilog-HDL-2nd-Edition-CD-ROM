$ cat flow/config.mk
export PLATFORM = sky130hd
export DESIGN_NAME = fulladd4
export DESIGN_NICKNAME = fulladd4
export VERILOG_FILES = /design/flow/design.v
export SDC_FILE = /design/flow/constraint.sdc
export NUM_CORES = 4
export LEC_CHECK = 1
export CORE_AREA = 10 10 70 70
export DIE_AREA = 0 0 80 80
$ cat flow/constraint.sdc
current_design fulladd4

set clk_period 5.0
set clk_io_pct 0.2

create_clock -name clk0 -period $clk_period

set non_clock_inputs [all_inputs -no_clocks]
set_input_delay [expr $clk_period * $clk_io_pct] -clock clk0 $non_clock_inputs
set_output_delay [expr $clk_period * $clk_io_pct] -clock clk0 [all_outputs]
$ cat flow/design.v
module fulladd4(sum, c_out, a, b, c_in);
output [3:0] sum;
output c_out;
input [3:0] a,b;
input c_in;
wire p0,g0, p1,g1, p2,g2, p3,g3;
wire c4, c3, c2, c1;
assign p0 = a[0] ^ b[0],
       p1 = a[1] ^ b[1],
       p2 = a[2] ^ b[2],
       p3 = a[3] ^ b[3];
assign g0 = a[0] & b[0],
       g1 = a[1] & b[1],
       g2 = a[2] & b[2],
       g3 = a[3] & b[3];
assign c1 = g0 | (p0 & c_in),
       c2 = g1 | (p1 & g0) | (p1 & p0 & c_in),
       c3 = g2 | (p2 & g1) | (p2 & p1 & g0) | (p2 & p1 & p0 & c_in),
       c4 = g3 | (p3 & g2) | (p3 & p2 & g1) | (p3 & p2 & p1 & g0) |
				(p3 & p2 & p1 & p0 & c_in);
assign sum[0] = p0 ^ c_in,
       sum[1] = p1 ^ c1,
       sum[2] = p2 ^ c2,
       sum[3] = p3 ^ c3;
assign c_out = c4;
endmodule
$ cat flow/run.sh
#!/bin/bash
# OpenROAD 26Q1-2900-gdf79404cd8, Yosys 0.63+post, stock flow scripts
make -C /OpenROAD-flow-scripts/flow DESIGN_CONFIG=/design/flow/config.mk WORK_HOME=/design/flow/orfs finish
==> Changelog: implementation <==
### Implementation results

- Syn Inst Count: 20
- Most instantiated logic cells after routing: clkdlybuf4s50_1 (14), ha_1 (5), inv_1 (4)
- RePlAce Congestion: 0.6977
- CP Capture Type: output pin
- Top-level I/O count: 14
- Most numerous logic cell after layout: clkdlybuf4s50_1
- LEAKAGE: 0.1556 nW
- Max-slew violation count: 0
- Hold depth: 4
- Status: completed
- Largest fanout on the critical path: 3
- Clk_buf instances: 0
- Num sequential: 0
- Global-route wire length before repair: around 880 microns
- Tmin final: 3.757 ns
- Full die area: 0.006400 sq mm
- Iter 0 DRT Violations: 11
- Yosys Chip Area: between 150 and 200 sq um
- Setup TNS: 0 ns
- Final period util: 0.7514
- Setup Fix Bufs, Post-CTS: 0
- DRC: 0
- Total power: about 0.038 mW
- Area leader share: 0.3676
- Post-route ant nets: 0
- Yosys cell count: 20
- Core area: 0.003416 sq mm
- Gate Area: 155.1 sq um
- Power Density: 104.5 mW/mm^2
- Vias: 175
- Critical Path Start: a[0]
- FP Util: 0.04982
- Cell variety after synth: 10
- Dpl cells: ~80
- Fin cells: 80
- Number of diodes: 0
- Fmax: 0.2662 GHz
- HPWL after detailed placement: 518.7 microns
- Final global-route overflow total: 0
- Setup violators final: 0
- Top post-synthesis cells by area: ha_1 (37%), fa_1 (12%), xnor2_1 (10%)
- Tot GR Track Use: 0.01735
- Hold_sp: b[3]
- Post-cts sizing count: 0
- Die width: roughly 80 microns
- Log Warnings: 33
- RSZ-0062 raised after global routing: false
- Synth warnings: 0
- Synth Area per Inst: 8.508 sq um
- Layout fillers: a little over 400
- Crit path kind: input port to output pin
- Synth Seq Share: 0
- Startpoint types: input port
- Largest net degree at the start of global routing: 4
- Row count: 21
- Routed Wire Length: 557 microns
- Vias in the first global route: 184
- PortBufs: 14
- Routed len/inst: about 7.0 microns
- Vias/cell: 2.188
- Initial antenna violation count: 0
- Synthesized area: ~170 sq um
- Worst-margin pin slew: 0.1683 ns
- Final Hold Slack: 3.080 ns
- Worst hold-check path type: input port to output pin
- Worst VDD drop: 44.78 uV
- Area leader, netlist: ha_1
- CP required: 4.00 ns
- DIE HEIGHT: 80 microns
- Initial DRT Pass Iterations: 3
- Worst Path Arrival: 2.76 ns
- Share of layout cells above drive strength 1: 0.05882
- Slew margin rel.: 0.8878
- Register area: 0 sq um
- # hold bufs at CTS: 0
- Max Cap Viol: 0
- Final count of hold timing violations: 0
- Layout area overhead: 116.2%
-- final timing paths --
kind	endpoint
worst min-delay path	sum[3]
worst max-delay path	sum[2]
-- metal layers --
| metal | part of all wire | GRT usage | vias up |
|---|---|---|---|
| met1 | 0.59 | 0.02982 | 67 |
| met5 | 0 | 0 | - |
| met3 | 0.22 | 0.01364 | 0 |
| li1 | - | - | 95 |
| met4 | 0 | 0 | 0 |
| met2 | 0.19 | 0.01445 | 13 |
-- kinds of logic (layout without fill, tap and decap cells) --
group / count (synthesis) / after routing / synth area share
fa+ha+maj: 6 / 6 / 0.4853
buf+inv: 4 / 18 / 0.08821
compound gates: 6 / 6 / 0.2500
simple gates: 1 / 1 / 0.02204
xor+xnor: 3 / 3 / 0.1544
-- layout make-up --
type,count,share of cell area
Inverter,4,0.04082
Multi-Input combinational cell,16,0.4218
Tap cell,46,0.1565
Timing Repair Buffer,14,0.3810
-- stage by stage --
step,setup slack [ns],area (sq um),utilization
floorplan,2.285,170.2,-
finish,1.243,367.9,0.1077
detailed placement,1.269,367.9,0.1077
global route,1.138,367.9,0.1077
global placement,1.290,367.9,0.1077
CTS,1.247,367.9,0.1077
-- worst max-delay path: stages --
cell             delay, ns
clkdlybuf4s50_1       0.46
ha_1                  0.33
a21o_1                0.17
a21oi_2               0.15
xnor2_1               0.13
clkdlybuf4s50_1       0.50
-- cell usage after synthesis --
master   n
a21oi_1  2
xor2_1   1
nand2_1  1
fa_1     1
a21oi_2  1
inv_1    4
o21ai_2  1
xnor2_1  2
a21o_1   2
ha_1     5
-- report_power, final --
part	switching [mW]	internal, mW
combinational	0.0124	0.0261
sequential	0	0
clock	0	0
total	0.0124	0.0261
No activity file was given, so power comes from the tool's default toggle rates.
